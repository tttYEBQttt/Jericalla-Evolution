$ cat flow/run.sh
#!/bin/bash
# OpenROAD 26Q1-2900-gdf79404cd8, Yosys 0.63+post, stock flow scripts
make -C /OpenROAD-flow-scripts/flow DESIGN_CONFIG=/design/flow/config.mk WORK_HOME=/design/flow/orfs finish
$ cat flow/config.mk
export PLATFORM = sky130hd
export DESIGN_NAME = ALU
export DESIGN_NICKNAME = ALU
export VERILOG_FILES = /design/flow/design.v
export SDC_FILE = /design/flow/constraint.sdc
export NUM_CORES = 4
export LEC_CHECK = 1
export CORE_UTILIZATION = 30
export SYNTH_HDL_FRONTEND = slang
$ cat flow/constraint.sdc
current_design ALU

set clk_period 14.6
set clk_io_pct 0.2

create_clock -name clk0 -period $clk_period

set non_clock_inputs [all_inputs -no_clocks]
set_input_delay [expr $clk_period * $clk_io_pct] -clock clk0 $non_clock_inputs
set_output_delay [expr $clk_period * $clk_io_pct] -clock clk0 [all_outputs]
$ cat flow/design.v
module Jericalla_Evolution(
    input [16:0] instruction,
    input CLK,
    output reg [31:0] DS
);
wire cDemux, cWe, cRe, cZf;
wire [1:0] cSel;
wire B1_WE_OUT, B2_WE_OUT;
wire B1_RE_OUT, B2_RE_OUT;
wire [31:0] buffer1_D1_In, buffer1_D2_In, buffer1_D1_Out, buffer1_D2_Out;
wire [31:0] cDemuxData;
wire [31:0] buffer2_D1_In, buffer2_D2_In, buffer2_D1_Out, buffer2_D2_Out, buffer2_DD_Out;
Controller Control( 
    .Op(instruction[16:15]), 
    .Demuxo(cDemux), 
    .WeMD(cWe), 
    .ReMD(cRe),
    .Sel(cSel)
);
BancRegister Banco(  
    .RA1(instruction[9:5]), 
    .RA2(instruction[4:0]), 
    .WA(instruction[14:10]),
    .data1Out(buffer1_D1_In), 
    .data2Out(buffer1_D2_In)
);
Buffer1 BufferOne(  
    .clk(CLK),
    .WriteEnableIn(cWe),
    .ReadEnIn(cRe),
    .data1In(buffer1_D1_In),
    .data2In(buffer1_D2_In),
    .WriteEnableOut(B1_WE_OUT),
    .ReadEnOut(B1_RE_OUT),
    .data1Out(buffer1_D1_Out),
    .data2Out(buffer1_D2_Out)
);
Demuxo Demux(  
    .dmx(cDemux),
    .dataIn(buffer1_D1_Out),
    .outAlu(cDemuxData),
    .outMem(cDemuxData)
);
ALU Alulu(
    .A(cDemuxData),
    .B(buffer1_D2_Out),
    .ALU_Sel(cSel),
    .R(buffer2_D2_In),
    .Zero_Flag(cZf)
);
Buffer2 BufferTwo(
    .clk(CLK),
    .WriteEnableIn(B1_WE_OUT),
    .ReadEnIn(B1_RE_OUT),
    .data1In(buffer2_D2_In),
    .data2In(buffer1_D2_Out),
    .dataDemux(cDemuxData),
    .WriteEnableOut(B2_WE_OUT),
    .ReadEnOut(B2_RE_OUT),
    .data1Out(buffer2_D1_Out),
    .data2Out(buffer2_D2_Out),
    .dataDOut(buffer2_DD_Out)
);
MemoryData MemData(
    .WEn(B2_WE_OUT),
    .REn(B2_RE_OUT),
    .dataIn(buffer2_D2_Out),
    .dir(cDemuxData),
    .dataOut(DS)
);
endmodule
module Controller(
    input [1:0] Op,
    output reg Demuxo, WeMD, ReMD,
    output reg [3:0] Sel
);
always @(*) begin
    case (Op)
        2'b00: begin       
            Sel = 4'b0010;
            WeMD = 1'b0;   
            ReMD = 1'b0;
        end
        2'b01: begin
            Sel = 4'b0110;    
            WeMD = 1'b0;   
            ReMD = 1'b0;
        end
        2'b10: begin
            Sel = 4'b0111;   
            WeMD = 1'b0;   
            ReMD = 1'b0;
        end
        2'b11: begin
            WeMD = 1'b1;
            ReMD = 1'b1;
        end
    endcase
end
endmodule
module BancRegister( 
    input [4:0] RA1, RA2, WA,
    input [31:0] DW,
    input WE,
    output reg [31:0] data1Out, data2Out
);
reg [31:0] mem [0:31];
initial begin
    $readmemb("data", mem);
end
always @ * begin
    if(WE) begin
        mem[WA] = DW;
    end
    data1Out = mem[RA1];
    data2Out = mem[RA2];
end
endmodule
module Buffer1 (
    input clk, WriteEnableIn, ReadEnIn,
    input [31:0] data1In, data2In,
    output reg WriteEnableOut, ReadEnOut,
    output reg [31:0] data1Out, data2Out
);
    always @(posedge clk) begin
        WriteEnableOut <= WriteEnableIn;
        data1Out <= data1In;
        data2Out <= data1In;
    end
endmodule
module Buffer2 (
    input clk, WriteEnableIn, ReadEnIn,
    input [31:0] data1In, data2In, dataDemux,
    output reg WriteEnableOut, ReadEnOut,
    output reg [31:0] data1Out, data2Out, dataDOut
);
    always @(posedge clk) begin
        WriteEnableOut <= WriteEnableIn;
        data1Out <= data1In;
        data2Out <= data1In;
        dataDOut <= dataDemux;
    end
endmodule
module demuxo(
    input dmx,
    input [31:0] dataIn,
    output reg [31:0] outAlu, outMem    
);
always @(*) begin
    case (dmx)
        1'b0: outAlu = dataIn;               
        1'b1: outMem = dataIn;        
    endcase
end
endmodule
module MemoryData(
    input WEn, REn,
    input [31:0] dataIn, 
    input [3:0] dir,
    output reg [31:0] dataOut
);
reg [31:0] mem [0:127];
always @ * begin
    if(WEn) begin
        mem[dir] = dataIn;
    end
    if(REn) begin
        dataOut = mem[dir];
    end
end
endmodule
module ALU (
    input [31:0] A,
    input [31:0] B,
    input [3:0] ALU_Sel,
    output reg [31:0] R,
    output reg Zero_Flag
);
always @(*) begin
    case (ALU_Sel)
        4'b0000: R = A & B;        
        4'b0001: R = A | B;        
        4'b0010: R = A + B;       
        4'b0110: R = A - B;        
        4'b0111: R = (A < B) ? 32'd1 : 32'd0;
        4'b1100: R = ~(A | B);        
        default: R = 32'd0;      
    endcase
    Zero_Flag = (R == 32'd0) ? 1'b1 : 1'b0;
end
endmodule
==> results.txt <==
Physical implementation.

- The run finished with clean final reports.
- The remaining design rule violation count is 0.
- The clock network is responsible for 0% of the overall power.
- The final period utilization is 72.16%.
- Nets still carrying antenna violations after routing amount to 0.
- The post-layout total power is 0.2879 mW.
- Walking the worst path, the cells encountered are clkdlybuf4s50_1 -> inv_1 -> ha_1 -> a211oi_1 -> o21ai_1 -> a221oi_2 -> nand4_1 -> a31oi_1 -> o311ai_1 -> mux2_2 -> a2111oi_0 -> nand4b_1 -> nor4b_2 -> clkdlybuf4s50_1.
- Warnings raised by the tools during the run amount to 101.
- The worst pin sits at a relative slew slack of 51.82%.
- In this run, the number of DRC markers left after iteration 0 of detailed routing was 803.
- Setup repair after global routing left no endpoint under its margin.
- The total of hold buffers inserted after clock tree synthesis is 0.
- The data required time of the critical path is 11.68 ns.
- The biggest cell delay along the critical path is 0.56 ns.
- The worst path needs 10.53 ns of the cycle, external delays included.
- Note that the worst hold path type here is in -> out.
- In this run the full chip footprint comes out at 0.02169 mm².
- After synthesis, the design contains 940 cells according to Yosys.
- The initial antenna violation count is 0.
- The end-of-flow timing check tallies setup violations at 0.
- In this run the tool buffered the top-level ports with 101 buffer cells.
- Looking at the critical path, the single cell with the biggest stage delay is sky130_fd_sc_hd__ha_1.
- The wire-length estimate of the detail-placed layout is 20,000 µm.
- The worst hold slack after final layout is 7.166 ns.
- The average instance area after synthesis is 6.735 µm².
- The most numerous cell type found on the critical path is sky130_fd_sc_hd__clkdlybuf4s50_1.
- The post-synthesis instance total is 940.
- The horizontal die dimension is 147.3 µm.
- In the log, the iteration count for the first detailed-route pass is 5.
- In the global route stage, overall resource usage came out at 23.49%.
- Max-cap violations in this run came to 0.
- The post-route utilization of the core is recorded as 36.96%.
- The cell leakage power is 3.250 nW.
- Internal power comes to 0.1191 mW.
- The script reports the combined buffer and inverter count of the critical path as 3.
- Sequential cells account for 0% of the total power.
- In the finished layout, the clock tree contains a buffer count of 0.
- In the post-route report, total wirelength is listed as 25,440 µm.
- The highest fanout seen on the critical path is 16.
- The total count of max-transition violations in the final report is 0.
- The worst setup path is launched from an input pin.
- The first-pass GRT wire length is 39,850 µm.
- Per the power-grid run, VDD falls by no more than 0.00001525 V.
- In this run the count of I/O pins placed on the die edge is 101.
- The total negative slack for setup checks is 0 ns.
- According to the timing report, the arrival time at the worst endpoint equals 7.61 ns.
- The ratio of routed vias to standard cells is 5.916.
- The final antenna diode tally reported by the flow is 0.
- The pin closest to its max-slew limit shows a slew of 0.7152 ns.
- Registers take 0 µm².
- The total congestion overflow after global routing is 0.
- In this run switching power makes up 58.61% of total power.
- The initialized floorplan defines 52 standard-cell rows.
- The filler cells instantiated in the layout total 2,209.
- The routed design shows a wire length per standard cell of 20.05 µm.
- The via count of the first global-routing pass was 6,912.
- The number of vias after detailed routing is 7,507.
- Sequential elements use 0% of the synthesized area.
- The mapped netlist covers 0.006331 mm².
- The area of the core is 0.02043 mm².
- In the floorplan report the effective utilization is 30.99%.
- In this run the vertical extent of the chip is 147.3 µm.
- In the synthesis report, Yosys lists the chip area as 0.006331 mm².
- The worst setup path is captured at an output port.
- The net switching power figure is 0.1687 mW.
- The routability congestion estimate is 1.016.
- The post-CTS setup buffer count is 0.
- The maximum number of pins on one net before global-route repair is 32.
- The worst setup path category is in -> out.
- Endpoints failing hold in the final report were tallied at 0.
- Counting the warning lines in the Yosys log gives 0.
- Of the cells placed in the final design, the portion with a size suffix greater than 1 is 6.306%.
- The highest clock frequency the design can meet is 0.09492 GHz.
- The part of the power in combinational logic is 100.0%.
- In this run, post-CTS repair resized a total of 0 instances.
- According to the cell report, flip-flops and latches in the layout number 0.
- From synthesis to final layout, the design area changed by 19.27%.
- Broken down by cell family, the worst path's largest delay share belongs to AND-OR/OR-AND gates.
- Per the summary, power density relative to cell area is 38.12 mW/mm².
- The number of different library cells used by synthesis comes to 96.
## stage by stage
| stage | cell area, µm² | instances | setup slack [ns] |
|---|---|---|---|
| floorplan | 6331 | 940 | 5.717 |
| global placement | 7551 | 1269 | 4.053 |
| detailed placement | 7551 | 1269 | 4.109 |
| CTS | 7551 | 1269 | 4.105 |
| global route | 7551 | 1269 | 3.781 |
| finish | 7551 | 1269 | 4.065 |
## power by group through the flow
| stage | clock network (mW) | logic (mW) | registers, mW |
|---|---|---|---|
| 6_report | 0 | 0.288 | 0 |
| 4_1_cts | 0 | 0.283 | 0 |
| 5_1_grt | 0 | 0.313 | 0 |
## worst min-delay path, delay by kind of cell
family,cells,cell delay [ns]
AND-OR/OR-AND,1,0.14
buffers and inverters,3,1.17
## per-layer routing
metal  track usage, %  routed length [µm]  vias up  part of all wire (%)
met3            3.487                2232       48                   8.8
met4            6.907                 784        0                   3.1
met5                0                   0        -                     0
met2            35.26               10900      366                    43
met1            34.59               11520     3455                    45
li1                 -                   -     3638                     -
## cells in the mapped netlist (all sizes together) (13+ instances only)
| library cell | n | area [µm²] |
|---|---|---|
| nor2b | 13 | 81.33 |
| nor4 | 14 | 136.4 |
| a211oi | 20 | 160.2 |
| nor3 | 17 | 85.08 |
| ha | 101 | 1264 |
| inv | 96 | 360.4 |
| a21oi | 87 | 442.9 |
| nand3 | 15 | 75.07 |
| nand2 | 63 | 239.0 |
| o211ai | 15 | 112.6 |
| nor2 | 89 | 336.6 |
| nand2b | 17 | 106.4 |
| clkbuf | 33 | 123.9 |
| a221oi | 19 | 172.7 |
| buf | 23 | 137.6 |
| a21o | 19 | 142.6 |
| o21ai | 57 | 296.5 |
## cell families after synthesis
family | after synthesis | share of synthesized area [%]
AND-OR/OR-AND | 361 | 41.07
XOR/XNOR | 8 | 1.107
adder cells (fa/ha/maj) | 103 | 20.59
buffers and inverters | 152 | 9.822
multiplexers | 7 | 1.146
AND/OR/NAND/NOR | 309 | 26.26
## layout make-up
class	count	area (µm²)	area share, %
inverter	96	360.3	4.772
multi-input combinational	788	5737	75.97
tap	270	337.8	4.474
timing repair buffer	115	1116	14.78
## path summary, 6_finish.rpt
path,startpoint,endpoint,slack [ns],cells after the start
min,ALU_Sel[1],R[13],7.17,4
max,A[15],Zero_Flag,4.07,14
## layout by cell type, fill, tap and decap left out, types with 6 or more instances in the layout
| cell | instances |
|---|---|
| sky130_fd_sc_hd__and2_1 | 10 |
| sky130_fd_sc_hd__inv_1 | 96 |
| sky130_fd_sc_hd__xnor2_1 | 6 |
| sky130_fd_sc_hd__a21oi_1 | 85 |
| sky130_fd_sc_hd__a221o_1 | 9 |
| sky130_fd_sc_hd__o211ai_1 | 15 |
| sky130_fd_sc_hd__nand2_1 | 62 |
| sky130_fd_sc_hd__nor4_1 | 8 |
| sky130_fd_sc_hd__buf_4 | 14 |
| sky130_fd_sc_hd__clkdlybuf4s50_1 | 101 |
| sky130_fd_sc_hd__nor3_1 | 17 |
| sky130_fd_sc_hd__a21o_1 | 19 |
| sky130_fd_sc_hd__or4_1 | 10 |
| sky130_fd_sc_hd__o21bai_1 | 10 |
| sky130_fd_sc_hd__o31ai_1 | 9 |
| sky130_fd_sc_hd__o21ai_0 | 50 |
| sky130_fd_sc_hd__o21a_1 | 9 |
| sky130_fd_sc_hd__nand3b_1 | 6 |
| sky130_fd_sc_hd__nand4b_1 | 6 |
| sky130_fd_sc_hd__ha_1 | 101 |
| sky130_fd_sc_hd__nor2b_1 | 13 |
| sky130_fd_sc_hd__a211o_1 | 7 |
| sky130_fd_sc_hd__nand3_1 | 15 |
| sky130_fd_sc_hd__nand4_1 | 12 |
| sky130_fd_sc_hd__a221oi_1 | 18 |
| sky130_fd_sc_hd__nor2_1 | 88 |
| sky130_fd_sc_hd__o2111ai_1 | 6 |
| sky130_fd_sc_hd__nand2b_1 | 17 |
| sky130_fd_sc_hd__or3_1 | 6 |
| sky130_fd_sc_hd__o22ai_1 | 8 |
| sky130_fd_sc_hd__a211oi_1 | 18 |
| sky130_fd_sc_hd__a31oi_1 | 8 |
Power is estimated from default activity; no workload was simulated.
